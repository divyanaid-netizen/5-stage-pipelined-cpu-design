==> flow/config.mk <==
export PLATFORM = sky130hd
export DESIGN_NAME = regN
export DESIGN_NICKNAME = regN
export VERILOG_FILES = /design/flow/design.v
export SDC_FILE = /design/flow/constraint.sdc
export NUM_CORES = 4
export LEC_CHECK = 1
export CORE_UTILIZATION = 40
==> flow/constraint.sdc <==
current_design regN

set clk_period 1.0
set clk_io_pct 0.2

create_clock -name clk0 -period $clk_period [get_ports {clk}]

set non_clock_inputs [all_inputs -no_clocks]
set_input_delay [expr $clk_period * $clk_io_pct] -clock clk0 $non_clock_inputs
set_output_delay [expr $clk_period * $clk_io_pct] -clock clk0 [all_outputs]
==> flow/design.v <==
`timescale 1ns/10ps
module D_FF (q, d, reset, clk);                              
	output reg q;
	input d, reset, clk;
	always_ff @(posedge clk)
	if (reset)
		q <= 0;  
	else
		q <= d;  
endmodule
module regN #(parameter N = 64) (reset, clk, in, out);
    input  logic 		  reset, clk;
	input  logic [N-1:0] in;
    output logic [N-1:0] out;
	genvar i;
	generate
		for (i=0; i < N; i++) begin : gen_reg_dff
			D_FF dff (.q(out[i]), .d(in[i]), .reset, .clk);
		end
	endgenerate
endmodule 
==> flow/run.sh <==
#!/bin/bash
# OpenROAD 26Q1-2900-gdf79404cd8, Yosys 0.63+post, stock flow scripts
make -C /OpenROAD-flow-scripts/flow DESIGN_CONFIG=/design/flow/config.mk WORK_HOME=/design/flow/orfs finish
==> results_tabular.tex <==
% Generated from flow reports
\begin{tabular}{lr}
\hline
Metric & Value \\
\hline
\multicolumn{2}{l}{\textbf{Status}} \\
\quad Result of the run & complete, no violations \\
\multicolumn{2}{l}{\textbf{Clock network}} \\
\quad CTS root buf & clkbuf\_8 \\
\quad Clock tree buffer depth & 2 \\
\quad Count of clock tree sinks & 64 \\
\quad Clock tree from TritonCTS & yes \\
\quad Total clock buffers created by CTS & 9 \\
\quad Clock slew seen by the registers of the worst setup and hold paths & about 60 ps \\
\quad Total of hold buffers inserted after clock tree synthesis & 0 \\
\quad H-tree levels & 3 \\
\multicolumn{2}{l}{\textbf{Floorplan}} \\
\quad Total die area & 6310 sq um \\
\quad Row Count & 27 \\
\quad Starting density of the core & 0.425 \\
\quad I/O Pins & around 130 \\
\quad Die width & 79.4 microns \\
\quad Core Area & 5640 sq um \\
\quad Die height & 79.4 microns \\
\multicolumn{2}{l}{\textbf{Worst setup path}} \\
\quad Library cell contributing the largest single delay on the critical path & dfxtp\_2 \\
\quad Worst Setup End Kind & primary output \\
\quad Critical Path Source Type & flip-flop \\
\quad Arrival @ worst endpoint & between 700 and 800 ps \\
\quad Type of the setup path with the least slack & flip-flop to primary output \\
\quad Cell type group with the largest total delay on the critical path & flip-flops \\
\quad Peak per-stage delay on the critical path & 310 ps \\
\quad Bufs and invs on worst path & 1 \\
\quad Worst-path fanout max & 1 \\
\quad Critical Path Sink & out[48] \\
\quad Critical path, cell by cell & buf\_2 \\
\quad Logic depth of the worst setup path including buffers & 1 \\
\quad Required @ worst endpoint & 800 ps \\
\quad Critical Path Source & gen\_reg\_dff[48].dff.q \\
\multicolumn{2}{l}{\textbf{Timing}} \\
\quad Number of hold violations in the final report & 0 \\
\quad Worst hold slack & $\sim$270 ps \\
\quad Setup TNS & 0 ps \\
\quad Final period util & 0.935 \\
\quad Final count of negative-setup-slack endpoints & 0 \\
\quad Final setup margin & 64.8 ps \\
\quad Worst slew slack as a fraction of its limit & 0.883 \\
\quad Setup repair after global routing missed its margin & no \\
\quad Transition time at the pin with the least slew margin & 176 ps \\
\quad Final critical-path required period & 935 ps \\
\quad Max Freq & 1070 MHz \\
\quad Number of slew-limit violations in the final report & 0 \\
\multicolumn{2}{l}{\textbf{Power}} \\
\quad Final Power & between 5000 and 6000 uW \\
\quad Total leakage power & 0.00141 uW \\
\quad P per Cell Area & between 1500 and 2000 nW/um\^{}2 \\
\quad Largest voltage drop on the vdd net & just under 0.0009 V \\
\multicolumn{2}{l}{\textbf{Placement}} \\
\quad Port-buffer cells & approximately 130 \\
\quad Weighted congestion at the end of routability-driven global placement & 0.740 \\
\quad Post-detailed-placement half-perimeter wirelength & 2750 microns \\
\quad Number of instances in the placed design & between 300 and 400 \\
\quad Setup Slack @ Placement & approximately 32 ps \\
\multicolumn{2}{l}{\textbf{Yosys}} \\
\quad Number of different library cells in the post-synthesis netlist & 6 \\
\quad Share of async-settable or async-resettable flops after synthesis & 0 \\
\quad Yosys cell count & around 200 \\
\quad Gate count of the mapped netlist & 199 \\
\quad Ys flop type & dfxtp\_1 \\
\quad Post-synthesis chip area from yosys & 2400 sq um \\
\quad Portion of the post-synthesis area used by sequential elements & 0.534 \\
\quad Count of flip-flops with a built-in enable after synthesis & 0 \\
\quad Main area contributors & dfxtp\_1 53\%, nor2b\_2 22\%, buf\_4 20\%, buf\_6 2.3\%, buf\_8 1.3\% \\
\quad Post-Syn Area & 2400 sq um \\
\quad Synth top area share & 0.534 \\
\quad Register bit count reported by yosys & roughly 64 \\
\quad Library cell with the largest summed area after synthesis & dfxtp\_1 \\
\quad Top cell types by occurrence after synthesis & 64 x buf\_4, 64 x dfxtp\_1, 60 x nor2b\_2 \\
\quad Total number of yosys warnings & 1 \\
\quad Synthesized area per cell & 12.1 sq um \\
\multicolumn{2}{l}{\textbf{Worst hold path}} \\
\quad Path category of the worst min-delay check & input pin to flip-flop \\
\multicolumn{2}{l}{\textbf{Job}} \\
\quad Max-cap violation count & 0 \\
\quad Warning total across the stage logs & 25 \\
\multicolumn{2}{l}{\textbf{Final layout}} \\
\quad Registers with the most flip-flops & gen\_reg\_dff.dff.q x64 \\
\quad Top register by number of flip-flops & gen\_reg\_dff.dff.q \\
\quad Final cell count without fillers & between 300 and 400 \\
\quad Fraction of layout instances using a drive strength above 1 & 0.516 \\
\quad Area growth from synthesis to layout & 30.1\% \\
\quad Flip-flop count of the largest register, all copies and words added & 64 \\
\multicolumn{2}{l}{\textbf{Global routing}} \\
\quad Pin count of the biggest net entering global routing & 28 \\
\quad Initial antenna violation count & 0 \\
\quad Number of global-route vias before repair & between 1000 and 1500 \\
\quad Wire length of the first global-routing pass & 5620 microns \\
\quad Aggregate global routing overflow & 0 \\
\quad GRT Overall Usage & 0.120 \\
\multicolumn{2}{l}{\textbf{Detailed routing}} \\
\quad Length of the first detailed-routing pass in iterations & 2 \\
\quad Initial drt markers & 25 \\
\quad Total number of vias & between 1000 and 1500 \\
\quad Avg Vias per Cell & 3.84 \\
\quad Detail Route Antenna Nets & 0 \\
\quad Wire per inst & 11.1 microns \\
\quad Final WL & 3850 microns \\
\quad Diode insertion count for antenna repair & 0 \\
\quad DRC errors left & 0 \\
\hline
\end{tabular}
-- tightest hold or removal path: cells and delay by family --
kind	cells	cell delay, ps
simple gates	1	50
buf+inv	2	300
-- cell families (layout without fill, tap and decap cells) --
kind of cell,Yosys count,in the layout,share of synthesized area
flops,64,64,0.534
simple gates,64,64,0.230
buf+inv,71,147,0.236
-- layout make-up --
class	count	area, sq um
repair buffers	132	1030
flip-flops and latches	64	1280
well taps	72	90.1
multi-input cells	64	551
fillers	525	2520
clock buffers	15	166
-- layout by cell type, fill, tap and decap left out, drive strengths merged --
cell | synthesis | routed
buf | 71 | 68
clkbuf | 0 | 15
clkdlybuf4s50 | 0 | 64
dfxtp | 64 | 64
nor2b | 64 | 64
-- metrics by stage --
step	util	cell area, sq um
floorplan	-	2400
global placement	0.580	3270
detailed placement	0.580	3270
CTS	0.553	3120
global route	0.553	3120
finish	0.553	3120
-- power by group --
group	internal, uW	total, uW	leakage [uW]	switching, uW
clock network	1030	1860	0.0000838	838
logic	421	549	0.000790	128
registers	2690	2710	0.000534	25.8
total	4130	5130	0.00141	992
-- worst min-delay path by stage --
stage / end / start / cells after the start / slack [ps]
CTS: gen_reg_dff[42].dff.q / reset / 3 / 260
global route: gen_reg_dff[42].dff.q / reset / 3 / 270
finish: gen_reg_dff[42].dff.q / reset / 3 / 270
-- metal layers --
metal	up-vias	track usage	share of wire
met3	11	0.0650	0.16
met5	-	0	0
li1	674	-	-
met2	88	0.176	0.43
met4	0	0.0364	0.026
met1	561	0.153	0.39
-- repair_timing --
action,4_1_cts,5_1_grt
setup buffers,0,0
endpoints found under the setup margin,64,0
gates resized,195,0
Power and IR drop assume default switching activity.
