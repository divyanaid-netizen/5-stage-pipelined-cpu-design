==> flow/design.v <==
`timescale 1ns/10ps
module mux_64w32to1(outputs, registers, selects);
		output logic [63:0] outputs;
		input logic [31:0][63:0] registers;
		input logic [4:0] selects;
		logic [31:0] column_data;  
		logic [63:0][31:0] t_in;
		int o, k;
		always_comb begin
			for(int o=0; o < 32; o=o+1) begin
				for(int k=0; k < 64; k = k+1) begin
					t_in[k][o] = registers[o][k];
				end
			end
		end
		genvar i, j;
		generate
			for(i = 0; i < 64; i++) begin: assign_registers
				mux_32to1 assign_out (.out(outputs[i]), .inputs(t_in[i][31:0]), .selects(selects));
			end		
		endgenerate
endmodule
module mux_5w2to1 (A, B, sel, out);
	input logic [4:0] A, B;
	input logic sel;
	output logic [4:0] out;
	genvar i;
	generate
	for (i = 0; i < 5; i++) begin: eachMux
			mux_2to1 theMuxes (.sel(sel), .inputs({B[i], A[i]}), .out(out[i]));
		end
	endgenerate
endmodule
module mux2_64b(out, A, B, sel);
	input logic [63:0] A, B;
	output logic [63:0] out;
	input logic sel;
	genvar i;
	generate
		for (i = 0; i < 64; i++) begin : mux1
			mux_2to1 mux_64_bit (.out(out[i]), .inputs({B[i], A[i]}), .sel(sel));
		end
	endgenerate
	endmodule
module mux4_64b (out, A, B, C, D, sel);
	input logic [63:0] A, B, C, D;
	input logic [1:0] sel;
	output logic [63:0] out;
	genvar i;
	generate 
		for (i = 0; i < 64; i++) begin : eachRouteMux
			mux_4to1 Mux1 (.inputs({D[i], C[i], B[i], A[i]}), .selects(sel), .out(out[i]));
		end
	endgenerate 
endmodule
module mux_32to1(out, inputs, selects);
 output logic out;
 input logic [31:0] inputs;
 input logic [4:0] selects;
 logic [1:0] intermediate;
 mux_16to1 m0(.out(intermediate[0]), .inputs(inputs[15:0]), .selects(selects[3:0]));
 mux_16to1 m1(.out(intermediate[1]), .inputs(inputs[31:16]), .selects(selects[3:0]));
 mux_2to1 m (.out(out), .inputs(intermediate), .sel(selects[4]));
endmodule
module mux_16to1(out, inputs, selects);
 output logic out;
 input logic [15:0] inputs;
 input logic [3:0] selects;
 logic [1:0] intermediate;
 mux_8to1 m0(.out(intermediate[0]), .inputs(inputs[7:0]), .selects(selects[2:0]));
 mux_8to1 m1(.out(intermediate[1]), .inputs(inputs[15:8]), .selects(selects[2:0]));
 mux_2to1 m (.out(out), .inputs(intermediate), .sel(selects[3]));
endmodule	
module mux_8to1(out, inputs, selects);
 output logic out;
 input logic [7:0] inputs;
 input logic [2:0] selects;
 logic [1:0] intermediate;
 mux_4to1 m0(.out(intermediate[0]), .inputs(inputs[3:0]), .selects(selects[1:0]));
 mux_4to1 m1(.out(intermediate[1]), .inputs(inputs[7:4]), .selects(selects[1:0]));
 mux_2to1 m (.out(out), .inputs(intermediate), .sel(selects[2]));
endmodule
module mux_4to1(out, inputs, selects);
 output logic out;
 input logic [3:0] inputs;
 input logic [1:0] selects;
 logic [1:0] intermediate;
 mux_2to1 m0(.out(intermediate[0]), .inputs(inputs[1:0]), .sel(selects[0]));
 mux_2to1 m1(.out(intermediate[1]), .inputs(inputs[3:2]), .sel(selects[0]));
 mux_2to1 m (.out(out), .inputs(intermediate), .sel(selects[1]));
endmodule
module mux_2to1(out, inputs, sel);
 output logic out;
 input logic [1:0] inputs;
 input logic sel;
 logic temp1, temp2;
 parameter DELAY = 0.05;
 and mux1 (temp1, inputs[0], ~sel);
 and mux2 (temp2, inputs[1], sel);
 or add (out, temp1, temp2);
endmodule
module mux_64w32to1_testbench();
	logic [4:0] selects;
	logic [31:0][63:0] registers;
	logic [63:0] outputs;
	mux_64w32to1 dut (.outputs(outputs), .registers(registers), .selects(selects));
	initial begin
		for (int i = 0; i < 32; i = i + 1) begin
			registers[i][63:0] = 1<<i;  
		end
		for (int j = 0; j < 32; j = j + 1) begin
			selects=j; #10;
		end
	end
endmodule
module mux_2to1_testbench();
	logic [1:0] inputs;
	logic sel;
	logic out;
	mux_2to1 dut (.out, .inputs, .sel);
	initial begin
	sel=0; inputs[0]=0; inputs[1]=0; #10;
	sel=0; inputs[0]=0; inputs[1]=1; #10;
	sel=0; inputs[0]=1; inputs[1]=0; #10;
	sel=0; inputs[0]=1; inputs[1]=1; #10;
	sel=1; inputs[0]=0; inputs[1]=0; #10;
	sel=1; inputs[0]=0; inputs[1]=1; #10;
	sel=1; inputs[0]=1; inputs[1]=0; #10;
	sel=1; inputs[0]=1; inputs[1]=1; #10;
	end
endmodule
==> flow/run.sh <==
#!/bin/bash
# OpenROAD 26Q1-2900-gdf79404cd8, Yosys 0.63+post, stock flow scripts
make -C /OpenROAD-flow-scripts/flow DESIGN_CONFIG=/design/flow/config.mk WORK_HOME=/design/flow/orfs finish
==> flow/config.mk <==
export PLATFORM = sky130hd
export DESIGN_NAME = mux2_64b
export DESIGN_NICKNAME = mux2_64b
export VERILOG_FILES = /design/flow/design.v
export SDC_FILE = /design/flow/constraint.sdc
export NUM_CORES = 4
export LEC_CHECK = 1
export CORE_AREA = 10 10 84 84
export DIE_AREA = 0 0 94 94
==> flow/constraint.sdc <==
current_design mux2_64b

set clk_period 1.0
set clk_io_pct 0.2

create_clock -name clk0 -period $clk_period

set non_clock_inputs [all_inputs -no_clocks]
set_input_delay [expr $clk_period * $clk_io_pct] -clock clk0 $non_clock_inputs
set_output_delay [expr $clk_period * $clk_io_pct] -clock clk0 [all_outputs]
==> CHANGELOG.md <==
### Implementation results

- Post-Place Cell Area: around 0.0030 mm^2
- # fillers: 486
- Synth Instances: 135
- Count leader, synth: buf_4
- Clk_buf instances: 0
- Die X: 94 um
- Pwr per Cell Area: about 400 mW/mm^2
- Cells after DPL: around 330
- Top cells, area: mux2_4 58%, buf_4 31%, buf_12 7.7%
- Initial antenna violation count: 0
- GRT Residual Overflow: 0
- Mean Syn Cell Area: roughly 12 um^2
- VDD IR-drop max: ~0.00016 V
- LEAKAGE: around 1.7 nW
- Number of global-route vias before repair: about 1500
- Final Hold Viols: 0
- Register area: 0 um^2
- All-Layer GR Usage: 0.1390
- Worst Path Class, Setup: in -> out
- Slew headroom: 0.9432
- DRC viols: 0
- Largest type area fraction: 0.5783
- Yosys xor share: 0
- DP Wirelength: approximately 5.9 mm
- Hold/Removal Path Class: in -> out
- Drt pass-1 iters: 2
- Comb area leader: multiplexers
- Worst path required time: roughly 800 ps
- Finished Layout Cells: roughly 340
- Starting DRC count in detailed routing: 2
- Synth top cells by count: 64 x buf_4, 60 x mux2_4, 6 x buf_12
- MUX share of area: 0.6072
- Chip area: between 0.008 and 0.009 mm^2
- Post-Route WL: just under 7 mm
- IO Port Bufs: 193
- Cts hold-fix bufs: 0
- I/O Pins: ~190
- Yosys adder share: 0
- Basic Gates by Area: 0
- Die Ht: 94 um
- Pin count of the biggest net entering global routing: 11
- Final core utilization: 0.6089
- Tool warning count: 36
- Distinct cells, synth: 5
- Flops: 0
- Synthesized area: approximately 0.0016 mm^2
- Part of the power in registers: 0
- Antenna fix cells: 0
- Startpoint types: primary input
- Final setup viols: around 64
- Layout cells sized above 1: 0.5311
- Failing checks: negative setup slack
- Area leader, netlist: mux2_4
- Drt wl/cell: ~20 um
- Post-DRT Antenna Nets: 0
- Total Power: ~1.3 mW
- Comb pwr share: 1.000
- Total core area: ~0.0052 mm^2
- Floorplan utilization: 0.2993
- # Cells Yosys: 135
- Switching Share: 0.2290
- Syn-to-layout area delta: 103.5%
- Hold slack: around 800 ps
- Max-slew violations: 0
- Max_cap viols: 0
- Area reported by Yosys stat: about 0.0016 mm^2
- Row count: 26
- Worst-Margin Slew: roughly 85 ps
- Outcome: finished with violations
- Clk network pwr share: 0
- Aoi/oai-family share of the synthesized area: 0
- P_int: between 0.9 and 1 mW
- Critical Path AT: 900 ps
- Design Area, Final: 0.003169 mm^2
- Sw Pwr: roughly 0.3 mW
- Final worst setup slack: -97.73 ps
- Highest net fanout along the worst path: 5
- Post-layout min period: around 1100 ps
- RD Place Congestion: 0.7755
- Ys Warns: 0
- Total number of vias: 1379
- Crit share post-route: 1.098
- First-pass GRT wire length: between 9 and 10 mm
- Setup tns final: -5074 ps
- RSZ-0062 raised after global routing: yes
- Sequential-to-total area share from yosys stat: 0
- Post-DR vias/cell: approximately 4
- MI comb area: slightly below 0.001 mm^2
- Fmax: approximately 910 MHz
- CP Capture Type: output port
- Dpl ws: -552.6 ps
worst paths after layout:
kind / from / cells after the start / to / slack, ps
setup / recovery: sel / 4 / out[56] / -100
hold / removal: A[16] / 3 / out[16] / 790
timing repair:
action                                  CTS  global route
endpoints found under the setup margin   64            64
setup buffers                             1             0
resized                                 386             9
gates cloned                              7             3
pin swaps                                 0             0
power by group through the flow:
stage	logic, mW	clock network (mW)	registers, mW
CTS	1.23	0	0
global route	1.37	0	0
finish	1.28	0	0
kinds of logic (layout without fill, tap and decap cells):
group	after synthesis	count (layout)
buf+inv	71	209
mux	64	64
placed cells by master, fill, tap and decap left out, drive strengths merged:
cell,n
clkbuf,3
dlygate4sd2,128
mux2,64
buf,78
area by class of cell:
type / count / area share
timing repair buffer: 209 / 0.6692
multi-input combinational: 64 / 0.3032
tap: 70 / 0.02764
critical path, stage by stage:
cell and delay [ps]:
clkbuf_16 150, buf_12 140, mux2_4 290, buf_6 110
per-layer routing:
metal | vias to the layer above | routed length [um] | global-route usage
li1 | 682 | - | -
met1 | 589 | 2203 | 0.1294
met2 | 106 | 3635 | 0.2765
met3 | 2 | 867 | 0.06462
met4 | 0 | 40 | 0.008861
met5 | - | 0 | 0
Power figures rest on the tool's default switching activity, not on a simulated workload.
